**design.v**
```verilog
module char_ROM(
    input [6:0] addr,
    output [63:0] data 
);
reg [63:0] mem [127:0];  
initial begin
    mem[0] = 'h0000000000000000; mem[1] = 'h0000000000000000; mem[2] = 'h0000000000000000;
    mem[3] = 'h0000000000000000; mem[4] = 'h0000000000000000; mem[5] = 'h0000000000000000;
    mem[6] = 'h0000000000000000; mem[7] = 'h0000000000000000; mem[8] = 'h0000000000000000;
    mem[9] = 'h0000000000000000; mem[10] = 'h0000000000000000; mem[11] = 'h0000000000000000;
    mem[12] = 'h0000000000000000; mem[13] = 'h0000000000000000; mem[14] = 'h0000000000000000;
    mem[15] = 'h0000000000000000; mem[16] = 'h0000000000000000; mem[17] = 'h0000000000000000;
    mem[18] = 'h0000000000000000; mem[19] = 'h0000000000000000; mem[20] = 'h0000000000000000;
    mem[21] = 'h0000000000000000; mem[22] = 'h0000000000000000; mem[23] = 'h0000000000000000;
    mem[24] = 'h0000000000000000; mem[25] = 'h0000000000000000; mem[26] = 'h0000000000000000;
    mem[27] = 'h0000000000000000; mem[28] = 'h0000000000000000; mem[29] = 'h0000000000000000;
    mem[30] = 'h0000000000000000; mem[31] = 'h0000000000000000; mem[32] = 'h0000000000000000;
    mem[33] = 'h0000005f00000000; mem[34] = 'h0000030003000000; mem[35] = 'h643c26643c262400;
    mem[36] = 'h2649497f49493200; mem[37] = 'h4225120824522100; mem[38] = 'h20504e5522582800;
    mem[39] = 'h0000000300000000; mem[40] = 'h00001c2241000000; mem[41] = 'h00000041221c0000;
    mem[42] = 'h0015150e0e151500; mem[43] = 'h0008083e08080000; mem[44] = 'h0000005030000000;
    mem[45] = 'h0008080808080000; mem[46] = 'h0000004000000000; mem[47] = 'h4020100804020100;
    mem[48] = 'h003e4141413e0000; mem[49] = 'h0000417f40000000; mem[50] = 'h00426151496e0000;
    mem[51] = 'h0022414949360000; mem[52] = 'h001814127f100000; mem[53] = 'h0027494949710000;
    mem[54] = 'h003c4a4948700000; mem[55] = 'h004321110d030000; mem[56] = 'h0036494949360000;
    mem[57] = 'h00060949291e0000; mem[58] = 'h0000001200000000; mem[59] = 'h0000005230000000;
    mem[60] = 'h0000081414220000; mem[61] = 'h0014141414141400; mem[62] = 'h0000221414080000;
    mem[63] = 'h0002015905020000; mem[64] = 'h3e415d554d512e00;mem[65] = 'h407c4a094a7c4000;
    mem[66] = 'h417f494949493600; mem[67] = 'h1c22414141412200; mem[68] = 'h417f414141221c00;
    mem[69] = 'h417f49495d416300; mem[70] = 'h417f49091d010300; mem[71] = 'h1c224149493a0800;
    mem[72] = 'h417f0808087f4100; mem[73] = 'h0041417F41410000; mem[74] = 'h304041413F010100;
    mem[75] = 'h417f080c12614100; mem[76] = 'h417f414040406000; mem[77] = 'h417f420c427f4100;
    mem[78] = 'h417f420c117f0100; mem[79] = 'h1c22414141221c00; mem[80] = 'h417f490909090600;
    mem[81] = 'h0c12212161524c00; mem[82] = 'h417f090919694600; mem[83] = 'h6649494949493300;
    mem[84] = 'h0301417f41010300; mem[85] = 'h013f4140413f0100; mem[86] = 'h010f3140310f0100;
    mem[87] = 'h011f6114611f0100; mem[88] = 'h4141360836414100; mem[89] = 'h0103447844030100;
    mem[90] = 'h4361514945436100; mem[91] = 'h00007f4141000000;  mem[92] = 'h0102040810204000;
    mem[93] = 'h000041417f000000; mem[94] = 'h0004020101020400;  mem[95] = 'h0040404040404000;
    mem[96] = 'h0001020000000000; mem[97] = 'h00344a4a4a3c4000;  mem[98] = 'h00413f4848483000;
    mem[99] = 'h003c424242240000; mem[100] = 'h00304848493f4000;  mem[101] = 'h003c4a4a4a2c0000;
    mem[102] = 'h0000487e49090000; mem[103] = 'h00264949493f0100;  mem[104] = 'h417f480444784000;
    mem[105] = 'h0000447d40000000; mem[106] = 'h000040443d000000;  mem[107] = 'h417f101824424200;
    mem[108] = 'h0040417f40400000; mem[109] = 'h427e027c027e4000;  mem[110] = 'h427e4402427c4000;
    mem[111] = 'h003c4242423c0000; mem[112] = 'h00417f4909090600;  mem[113] = 'h00060909497f4100;
    mem[114] = 'h00427e4402020400; mem[115] = 'h00644a4a4a360000;  mem[116] = 'h00043f4444200000;
    mem[117] = 'h00023e4040227e40; mem[118] = 'h020e3240320e0200;  mem[119] = 'h021e6218621e0200;
    mem[120] = 'h4262140814624200; mem[121] = 'h0143453805030100;  mem[122] = 'h004662524a466200;
    mem[123] = 'h0000083641000000; mem[124] = 'h0000007f00000000; mem[125] = 'h0000004136080000;
    mem[126] = 'h0018080810101800; mem[127] = 'hAA55AA55AA55AA55;
end    
assign data = mem[addr];
endmodule
module delay_generator(
    input clock,
    input en_delay,
    output reg delay_done
);
reg [17:0] counter = 0;
always @(posedge clock) begin
    if(en_delay & counter!=200000) counter <= counter+1;
    else counter <= 0;
end
always @(posedge clock) begin
    if(en_delay & counter==200000) delay_done <= 1'b1;
    else delay_done <= 1'b0;
end
endmodule
module oled_controller(
    input  clock, reset, d_valid,
    input [6:0] sdin,
    output wire oled_spi_clk, oled_spi_data,
    output reg oled_vdd, oled_vbat, oled_reset_n, oled_dc_n, txDone
);
wire [63:0] charBitMap;
reg [7:0] spiData, columnAddr;
reg [4:0] state, next;
reg [3:0] byteCounter;
reg [1:0] currPage;
reg startDelay, spiLoadData;
wire delayDone, spiDone;
parameter   IDLE = 'd0, DELAY = 'd1, INIT  = 'd2, RESET = 'd3, CHRG_PUMP = 'd4,
            CHRG_PUMP1 = 'd5, WAIT_SPI = 'd6, PRE_CHRG = 'd7,
            PRE_CHRG1 = 'd8, VBAT_ON = 'd9, CONTRAST = 'd10,
            CONTRAST1 = 'd11, SEG_REMAP = 'd12, SCAN_DIR = 'd13,
            COM_PIN = 'd14, COM_PIN1 = 'd15, DISPLAY_ON = 'd16,
            FULL_DISPLAY = 'd17, DONE = 'd18, PAGE_ADDR = 'd19,
            PAGE_ADDR1 = 'd20, PAGE_ADDR2 = 'd21, COLUMN_ADDR = 'd22,
            SEND_DATA = 'd23;
always @(posedge clock) begin
    if(reset) begin
        state <= IDLE; next <= IDLE; oled_vdd <= 1'b1;
        oled_vbat <= 1'b1; oled_reset_n <= 1'b1; oled_dc_n <= 1'b1;
        startDelay <= 1'b0; spiData <= 8'd0; spiLoadData <= 1'b0;
        currPage <= 0; txDone <= 0; columnAddr <= 0;
    end
    else
    begin
        case(state)
            IDLE:begin
                oled_vbat <= 1'b1; oled_vdd <= 1'b0; state <= DELAY;
                oled_dc_n <= 1'b0; oled_reset_n <= 1'b1; next <= INIT;
            end
            DELAY:begin
                startDelay <= 1'b1;
                if(delayDone) begin
                    state <= next; startDelay <= 1'b0;
                end
            end
            INIT:begin
                spiData <= 'hAE; spiLoadData <= 1'b1;
                if(spiDone) begin
                    spiLoadData <= 1'b0; oled_reset_n <= 1'b0;
                    state <= DELAY; next <= RESET;
                end
            end
            RESET:begin
                 oled_reset_n <= 1'b1; state <= DELAY; next <= CHRG_PUMP;
            end
            CHRG_PUMP:begin
                spiData <= 'h8D; spiLoadData <= 1'b1;
                if(spiDone) begin
                    spiLoadData <= 1'b0; state <= WAIT_SPI; next <= CHRG_PUMP1;
                end
            end
            WAIT_SPI:begin
                if(!spiDone) state <= next;
            end
            CHRG_PUMP1:begin
                spiData <= 'h14; spiLoadData <= 1'b1;
                if(spiDone) begin
                    spiLoadData <= 1'b0; state <= WAIT_SPI; next <= PRE_CHRG;
                end
            end
            PRE_CHRG:begin
                spiData <= 'hD9; spiLoadData <= 1'b1;
                if(spiDone) begin
                    spiLoadData <= 1'b0; state <= WAIT_SPI; next <= PRE_CHRG1;
                end
            end
            PRE_CHRG1:begin
               spiData <= 'hF1; spiLoadData <= 1'b1;
               if(spiDone) begin
                   spiLoadData <= 1'b0; state <= WAIT_SPI; next <= VBAT_ON;
               end
            end            
            VBAT_ON:begin
                oled_vbat <= 1'b0; state <= DELAY; next <= CONTRAST;
            end
            CONTRAST:begin
               spiData <= 'h81; spiLoadData <= 1'b1;
               if(spiDone) begin
                   spiLoadData <= 1'b0; state <= WAIT_SPI; next <= CONTRAST1;
               end
            end  
            CONTRAST1:begin
               spiData <= 'hFF; spiLoadData <= 1'b1;
               if(spiDone) begin
                   spiLoadData <= 1'b0; state <= WAIT_SPI; next <= SEG_REMAP;
               end
            end            
            SEG_REMAP:begin
               spiData <= 'hA0; spiLoadData <= 1'b1;
               if(spiDone) begin
                   spiLoadData <= 1'b0; state <= WAIT_SPI; next <= SCAN_DIR;
               end
            end 
            SCAN_DIR:begin
               spiData <= 'hC0; spiLoadData <= 1'b1;
               if(spiDone) begin
                   spiLoadData <= 1'b0; state <= WAIT_SPI; next <= COM_PIN;
               end
            end 
            COM_PIN:begin
               spiData <= 'hDA; spiLoadData <= 1'b1;
               if(spiDone) begin
                   spiLoadData <= 1'b0; state <= WAIT_SPI; next <= COM_PIN1;
               end
            end
            COM_PIN1:begin
               spiData <= 'h00; spiLoadData <= 1'b1;
               if(spiDone)
               begin
                   spiLoadData <= 1'b0; state <= WAIT_SPI; next <= DISPLAY_ON;
               end
            end  
            DISPLAY_ON:begin
               spiData <= 'hAF; spiLoadData <= 1'b1;
               if(spiDone)
               begin
                   spiLoadData <= 1'b0; state <= WAIT_SPI; next <= PAGE_ADDR; 
               end
            end 
            PAGE_ADDR:begin
                spiData <= 'h22; spiLoadData <= 1'b1; oled_dc_n <= 1'b0;
                if(spiDone) begin
                    spiLoadData <= 1'b0; state <= WAIT_SPI; next <= PAGE_ADDR1;
                end
            end
            PAGE_ADDR1:begin
                spiData <= currPage; spiLoadData <= 1'b1;
                if(spiDone) begin
                    spiLoadData <= 1'b0; state <= WAIT_SPI;
                    currPage <= currPage+1; next <= PAGE_ADDR2;
                end
            end  
            PAGE_ADDR2:begin
                spiData <= currPage; spiLoadData <= 1'b1;
                if(spiDone) begin
                    spiLoadData <= 1'b0; state <= WAIT_SPI; next <= COLUMN_ADDR;
                end
            end              
            COLUMN_ADDR:begin
                spiData <= 'h10; spiLoadData <= 1'b1;
                if(spiDone) begin
                    spiLoadData <= 1'b0; state <= WAIT_SPI; next <= DONE;
                end
            end            
            DONE:begin
                txDone <= 1'b0;
                if(d_valid & columnAddr != 128 & !txDone) begin
                    state <= SEND_DATA;
                    byteCounter <= 8;
                end
                else if(d_valid & columnAddr == 128 & !txDone) begin
                    state <= PAGE_ADDR; columnAddr <= 0;  byteCounter <= 8;
                end
            end   
            SEND_DATA:begin
                spiData <= charBitMap[(byteCounter*8-1)-:8];
                spiLoadData <= 1'b1; oled_dc_n <= 1'b1;
                if(spiDone) begin
                    columnAddr <= columnAddr + 1;
                    spiLoadData <= 1'b0; state <= WAIT_SPI;
                    if(byteCounter != 1) begin
                        byteCounter <= byteCounter - 1; next <= SEND_DATA;
                    end
                    else begin
                        next <= DONE; txDone <= 1'b1;
                    end
                end
            end
        endcase
    end
end
delay_generator DG(.clock(clock), .en_delay(startDelay), .delay_done(delayDone)); 
spi_controller SC(
    .clock(clock), .reset(reset), .din(spiData),
    .load_data(spiLoadData), .msg_done(spiDone),
    .spi_clk(oled_spi_clk), .spi_data(oled_spi_data)
);
char_ROM CR(.addr(sdin), .data(charBitMap));
endmodule
module oled_main(
    input  clock, reset,
    output oled_spi_clk, oled_spi_data, oled_vdd,
    output oled_vbat, oled_reset_n, oled_dc_n
);
localparam  myString1 = " eYSIP22 Intern ",
            myString2 = "53 FPGA for Edge",
            myString3 = "Anupam Dan Vicky",
            myString4 = " Isha and Lohit ";
localparam StringLen = 16;
parameter IDLE = 'd0, SEND = 'd1, DONE = 'd2;
integer byteCounter;
reg [7:0] sendData;
reg [2:0] switchline;
reg [1:0] state;
reg sendDataValid;
wire sendDone;
always @(posedge clock) begin
    if(reset) begin
        state <= IDLE; byteCounter <= StringLen; sendDataValid <= 1'b0;
    end
    else begin
        case(state)
            IDLE:begin
                if(!sendDone) begin
                    if(switchline == 0) sendData <= myString1[(byteCounter*8-1)-:8];
                    if(switchline == 1) sendData <= myString2[(byteCounter*8-1)-:8];
                    if(switchline == 2) sendData <= myString3[(byteCounter*8-1)-:8];
                    if(switchline == 3) sendData <= myString4[(byteCounter*8-1)-:8];
                    sendDataValid <= 1'b1; state <= SEND;
                end
            end
            SEND:begin
                if(sendDone) begin
                    sendDataValid <= 1'b0; byteCounter <= byteCounter-1;
                    if(byteCounter != 1) state <= IDLE;
                    else begin
                        state <= DONE; byteCounter <= StringLen;
                        switchline <= switchline + 1'b1;
                    end
                end
            end
            DONE:begin
                if(switchline == 4) state <= DONE;
                else state <= IDLE;
            end
        endcase
    end
end
oled_controller OC(
    .clock(clock), .reset(reset), .oled_spi_clk(oled_spi_clk), .oled_spi_data(oled_spi_data),
    .oled_vdd(oled_vdd), .oled_vbat(oled_vbat), .oled_reset_n(oled_reset_n),
    .oled_dc_n(oled_dc_n), .sdin(sendData), .d_valid(sendDataValid), .txDone(sendDone)
);    
endmodule
module spi_controller(
    input  clock, reset, load_data,
    input [7:0] din,
    output reg msg_done, spi_data,
    output spi_clk
);
parameter IDLE = 'd0, SEND = 'd1, DONE = 'd2;
reg [7:0] shift_reg;
reg [2:0] counter=0, dataCount;
reg [1:0] state;
reg sd_clk, ce;
assign spi_clk = (ce == 1) ? sd_clk : 1'b1;
always @(posedge clock) begin
    if(counter != 4) counter <= counter + 1;
    else counter <= 0;
end
initial sd_clk <= 0;
always @(posedge clock) begin
    if(counter == 4) sd_clk <= ~sd_clk;
end
always @(negedge sd_clk) begin
    if(reset) begin
        state <= IDLE; dataCount <= 0;
        msg_done <= 1'b0; ce <= 0; spi_data <= 1'b1;
    end
    else
    begin
        case(state)
            IDLE:begin
                if(load_data) begin
                    shift_reg <= din; state <= SEND; dataCount <= 0;
                end
            end
            SEND:begin
                spi_data <= shift_reg[7]; ce <= 1;
                shift_reg <= {shift_reg[6:0],1'b0};
                if(dataCount != 7) dataCount <= dataCount + 1;
                else state <= DONE;
            end
            DONE:begin
                ce <= 0; msg_done <= 1'b1;
                if(!load_data) begin
                    msg_done <= 1'b0; state <= IDLE;
                end
            end
        endcase
    end
end
endmodule
```
**constraint.sdc**
```tcl
current_design oled_main

set clk_period 10.8
set clk_io_pct 0.2

create_clock -name clk0 -period $clk_period [get_ports {clock}]

set non_clock_inputs [all_inputs -no_clocks]
set_input_delay [expr $clk_period * $clk_io_pct] -clock clk0 $non_clock_inputs
set_output_delay [expr $clk_period * $clk_io_pct] -clock clk0 [all_outputs]
```
**config.mk**
```make
export PLATFORM = sky130hd
export DESIGN_NAME = oled_main
export DESIGN_NICKNAME = oled_main
export VERILOG_FILES = /design/flow/design.v
export SDC_FILE = /design/flow/constraint.sdc
export NUM_CORES = 4
export LEC_CHECK = 1
export CORE_UTILIZATION = 40
export SYNTH_MEMORY_MAX_BITS = 65536
```
**run.sh**
```bash
#!/bin/bash
# OpenROAD 26Q1-2900-gdf79404cd8, Yosys 0.63+post, stock flow scripts
make -C /OpenROAD-flow-scripts/flow DESIGN_CONFIG=/design/flow/config.mk WORK_HOME=/design/flow/orfs finish
```
==> flow_summary.rst <==
Metrics
=======

.. list-table::
   :header-rows: 1

   * - Metric
     - Value
   * - I/O pin count
     - 8
   * - Core outline area
     - approximately 0.033 sq mm
   * - Aggregate negative setup slack
     - 0 ns
   * - Number of levels the H-tree was split into
     - 4
   * - Peak fanout along the critical path
     - roughly 50
   * - Number of buffer cells added on primary ports
     - 7
   * - Largest stage delay on the critical path
     - ~0.75 ns
   * - Max-cap violations
     - 0
   * - Largest cells by area after synthesis
     - dfxtp_1 (23%), nor2_1 (6.3%), a21oi_1 (5.5%)
   * - Fmax
     - 148 MHz
   * - Post-Syn Area per Cell
     - about 7.5 sq um
   * - Final standard cell count with taps included and fillers excluded
     - about 2200
   * - Power per cell area
     - roughly 120 mW/mm^2
   * - Via count
     - 14721
   * - Type of the worst min-delay path
     - flop to flop
   * - YS warnings
     - 6
   * - Largest net degree at the start of global routing
     - between 50 and 60
   * - Post-synth top area cell
     - dfxtp_1
   * - Combined global-route utilization of all metal layers
     - 0.363
   * - Top Family by Delay on Critical Path
     - buffers and inverters
   * - Number of buffers inserted during clock tree synthesis
     - 17
   * - Clock-pin slew on the worst setup and hold paths
     - about 0.070 ns
   * - Cell with the largest stage delay on the worst path
     - clkinv_1
   * - P_leak
     - 5.04 nW
   * - Initial Utilization
     - 0.408
   * - Synthesized flop and latch total
     - roughly 180
   * - Overall routed net length
     - roughly 60 mm
   * - EDFF count, synth
     - 23
   * - Ratio of final minimum period to clock period
     - 0.624
   * - Distinct lib cells used
     - 95
   * - Post-placement setup slack
     - 3.87 ns
   * - Length in cells of the worst reg-to-reg path
     - 17
   * - Number of search-and-repair iterations in the first detailed-routing pass
     - 6
   * - Worst voltage drop across the vdd grid
     - 0.000118 V
   * - DRC violation count after routing
     - 0
   * - Resized cells post-CTS
     - 0
   * - Number of cells on the worst hold path
     - 1
   * - Status
     - completed
   * - Number of flip-flops under the largest register name
     - ~51
   * - Setup slack of the worst register-to-register path
     - 4.43 ns
   * - Critical Path AT
     - between 7 and 8 ns
   * - Final weighted congestion of routability-driven global placement
     - ~1.1
   * - Global-route wire length before repair
     - between 80 and 90 mm
   * - Fraction of final layout cells with drive strength greater than 1
     - 0.0869
   * - Gate count of the mapped netlist
     - 1792
   * - Chip footprint
     - between 0.03 and 0.04 sq mm
   * - Initial antenna violation count
     - 6
   * - Library cell used as clock root buffer
     - clkbuf_16
   * - Number of unconstrained endpoints
     - 26
   * - List of cells traversed by the critical path
     - buf_2 > buf_4 > nor2_1 > nand4_1 > nor2_1 > a22oi_1 > buf_4 > clkinv_1 > ha_1 > buf_4 > inv_1 > a21oi_1 > a21oi_1 > nor2_1 > a31oi_1 > o2111ai_1
   * - Worst reg2reg path startpoint
     - byteCounter[0]$_SDFFE_PP0P_
   * - Reg-to-reg critical path endpoint
     - OC.charBitMap[13]$_DFF_P_
   * - Vert. Die Dim
     - 185 microns
   * - Maximum clock insertion buffer count
     - 2
   * - Proportion of netlist area held by the largest area contributor
     - 0.229
   * - Sequential cell area fraction in the yosys report
     - 0.281
   * - Worst Slack Setup Final
     - between 4 and 5 ns
   * - Count of endpoints failing hold in the final timing report
     - 0
   * - Final period demand of the worst path
     - 6.74 ns
   * - Tightest slew margin relative to the limit
     - 0.209
   * - HP Start
     - OC.oled_vdd$_SDFFE_PP1P_
   * - Mean routed wirelength per cell
     - between 20 and 30 microns
   * - TritonCTS clock tree
     - yes
   * - Chip area line of the yosys report
     - 0.0134 sq mm
   * - Crit start category
     - input port
   * - Post-synthesis async set-or-reset flop share
     - 0
   * - Synthesis-to-layout area growth
     - 7.79%
   * - DRC violation total after the first TritonRoute iteration
     - roughly 2100
   * - Total instance count after detailed placement
     - between 2000 and 2500
   * - Least-Margin Pin Slew
     - 1.18 ns
   * - Critical Path RT
     - 11.09 ns
   * - Number of buffer and inverter instances along the worst setup path
     - 6
   * - Number of hold buffers added after cts
     - 0
   * - Maximum clock skew at final layout
     - between 0.015 and 0.02 ns
   * - Hold endpoint
     - OC.oled_vdd$_SDFFE_PP1P_
   * - Cell area after synthesis
     - between 0.01 and 0.015 sq mm
   * - Final global-route overflow total
     - 0
   * - Yosys Instances
     - 1792
   * - Vias per inst
     - between 6 and 7
   * - Critical Path End Type
     - flop
   * - Worst-Skew Late Latency
     - ~0.45 ns
   * - Count of unclocked register or latch pins
     - 17
   * - Unrepaired setup endpoints after global routing
     - false
   * - Number of endpoints failing setup at the final stage
     - 0
   * - Number of global-route vias before repair
     - 13481
   * - Commonest flop
     - dfxtp_1
   * - Total number of warnings across the stage logs
     - 49
   * - Die width
     - 185 microns
   * - Setup repair bufs after CTS
     - 0
   * - Start-to-end type of the worst setup path
     - input port to flop
   * - Placement Rows
     - between 60 and 70
   * - Worst hold slack across all endpoints
     - 0.448 ns
   * - Total half-perimeter wirelength after legalization and detailed placement
     - between 40 and 50 mm
   * - Final number of max-transition violations
     - 0
   * - DRT antenna net count
     - 0
==> kinds of logic (layout without fill, tap and decap cells) <==
kind of cell | Yosys count | after routing | share of synthesized area
and+or+nand+nor | 678 | 678 | 0.245
AOI/OAI and AO/OA | 613 | 613 | 0.303
buffers and inverters | 194 | 140 | 0.0608
DFF | 176 | 176 | 0.281
xor gates and xnor gates | 60 | 60 | 0.0393
adders and majority gates | 36 | 36 | 0.0337
muxes | 35 | 35 | 0.0376
other | 0 | 1 | 0
==> report_power, final <==
part	internal (mW)	switching (mW)	total, mW
sequential	0.637	0.0226	0.659
clock	0.374	0.263	0.637
combinational	0.143	0.278	0.420
total	1.15	0.563	1.72
==> per-stage QoR <==
| stage | util | power, mW | instance area [sq um] |
|---|---|---|---|
| after floorplan | - | 0.971 | 13400 |
| after global placement | 0.422 | 1.09 | 13800 |
| after detailed placement | 0.422 | 1.08 | 13800 |
| after CTS | 0.440 | 1.72 | 14400 |
| after global routing | 0.440 | 1.81 | 14400 |
| final | 0.440 | 1.72 | 14400 |
==> routing by layer <==
layer	GRT usage	vias to the layer above	part of all wire
met4	0.186	12	0.068
met5	0	-	0.0027
met3	0.138	307	0.12
met1	0.498	6844	0.41
li1	-	6545	-
met2	0.500	1013	0.40
==> worst max-delay path by stage <==
stage | slack, ns | cells after the start | start | endpoint
after CTS | 4.28 | 16 | reset | OC.charBitMap[50]$_DFF_P_
after global routing | 3.88 | 16 | reset | OC.charBitMap[8]$_DFF_P_
final | 4.06 | 16 | reset | OC.charBitMap[13]$_DFF_P_
==> layout make-up <==
class | instances | area [sq um]
Fill cell | 3289 | 18300
Clock buffer | 22 | 454
Inverter | 39 | 146
Sequential cell | 176 | 3750
Timing Repair Buffer | 69 | 531
Clock inverter | 10 | 151
Antenna cell | 1 | 2.50
Tap cell | 442 | 553
Multi-Input combinational cell | 1422 | 8800
==> cell usage in the layout, fill, tap and decap left out, types with 18 or more instances in the layout <==
master and count:
a211oi_1 26, a21oi_1 147, a22oi_1 21, a31oi_1 24, buf_4 62, dfxtp_1 153, edfxtp_1 23, ha_1 36
inv_1 35, nand2_1 159, nand2b_1 19, nand3_1 72, nand4_1 18, nor2_1 222, nor2b_1 23, nor3_1 50
nor4_1 18, o211ai_1 44, o21ai_0 140, o22ai_1 22, xnor2_1 34, xor2_1 26
==> synthesized netlist by cell type, types with 23 or more instances <==
cell	instances
o211ai_1	44
nor2b_1	23
a21oi_1	147
nand2_1	160
buf_2	36
o21ai_0	141
a211oi_1	26
a31oi_1	24
nand3_1	72
xor2_1	26
ha_1	36
dfxtp_1	153
clkbuf_1	101
edfxtp_1	23
inv_1	35
nor3_1	50
xnor2_1	34
nor2_1	223
Power figures rest on the tool's default switching activity, not on a simulated workload.
