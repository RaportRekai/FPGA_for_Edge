==> ./design.v <==
module uart(
    input clk, reset, txStart, result,
    input [2:0] imageID,
    input [3:0] acc_1, acc_2, acc_3,
    input [3:0] bb1_1, bb1_2, bb1_3, bb1_4, bb1_5, bb1_6,
    input [3:0] bb2_1, bb2_2, bb2_3, bb2_4, bb2_5, bb2_6,
    output reg txOut, txDone
);
parameter cpb = 868;
parameter   idle = 2'b00, start = 2'b01,
            send = 2'b10, stop = 2'b11;
parameter   c0 = 8'b00110000, c1 = 8'b00110001, 
            c2 = 8'b00110010, c3 = 8'b00110011,
            c4 = 8'b00110100, c5 = 8'b00110101,
            c6 = 8'b00110110, c7 = 8'b00110111,
            c8 = 8'b00111000, c9 = 8'b00111001,
            cHash = 8'b00100011, cDash = 8'b00101101,
            cDot = 8'b00101110, cLine = 8'b00001010;
reg [9:0] counter;
reg [7:0] msg;
reg [4:0] dataIndex, imgid, tresult;
reg [3:0] track;
reg [2:0] bitIndex;
reg [1:0] state;
initial begin
    counter = 0; msg = 0; dataIndex = 0; imgid = 0; txDone = 0;
    track = 0; state = 0; bitIndex = 0; tresult = 0; txOut = 0;
end
function [7:0] asciiChooser(input [3:0] number); begin
    case(number)
        0: asciiChooser = c0;
        1: asciiChooser = c1;
        2: asciiChooser = c2;
        3: asciiChooser = c3;
        4: asciiChooser = c4;
        5: asciiChooser = c5;
        6: asciiChooser = c6;
        7: asciiChooser = c7;
        8: asciiChooser = c8;
        9: asciiChooser = c9;
    endcase
end
endfunction
always @(posedge clk) begin
    if(reset) begin
        counter = 0; msg = 0; dataIndex = 0; imgid = 0; txDone = 0;
        track = 0; state = 0; bitIndex = 0; tresult = 0; txOut = 0;
    end
    else if(txStart && !txDone) begin
        counter = counter + 1'b1;
        case(state)
            idle: begin
                counter = counter + 1'b1;
                if (counter < cpb) txOut = 1;
                else begin
                    counter = 0; state = start;
                end
                tresult = result; imgid = imageID;
            end
            start: begin
                if(counter < cpb) txOut = 0;
                else if(counter > cpb-1) begin
                    counter = 0; state = send;
                end
            end
            send: begin
                case(dataIndex)
                    0:  msg = cHash;
                    1:  msg = asciiChooser(imageID);  
                    2:  msg = cDash;
                    3:  msg = asciiChooser(result);  
                    4:  msg = cDash;
                    5:  msg = asciiChooser(acc_1);  
                    6:  msg = asciiChooser(acc_2);
                    7:  msg = cDot;
                    8:  msg = asciiChooser(acc_3);
                    9:  msg = cDash;
                    10: msg = asciiChooser(bb1_1);  
                    11: msg = asciiChooser(bb1_2);
                    12: msg = asciiChooser(bb1_3);
                    13: msg = cDash;
                    14: msg = asciiChooser(bb1_4);  
                    15: msg = asciiChooser(bb1_5);
                    16: msg = asciiChooser(bb1_6);
                    17: msg = cDash;
                    18: msg = asciiChooser(bb2_1);  
                    19: msg = asciiChooser(bb2_2);
                    20: msg = asciiChooser(bb2_3);
                    21: msg = cDash;
                    22: msg = asciiChooser(bb2_4);  
                    23: msg = asciiChooser(bb2_5);
                    24: msg = asciiChooser(bb2_6);
                    25: msg = cHash;
                    26: msg = cLine;
                    default: msg = cHash;
                endcase
                if(counter < cpb) txOut = msg[bitIndex];
                else if(bitIndex < 8) begin
                    counter = 0;
                    if(bitIndex != 7) bitIndex = bitIndex + 1'b1;
                    else begin
                        counter = 0; bitIndex = 0; state = stop;
                        dataIndex = dataIndex + 1'b1;
                    end
                    if(dataIndex == 27) begin
                        dataIndex = 0; txDone = 1;
                    end
                end
            end
            stop: begin
                if(counter < cpb) txOut = 1;
                else begin
                    counter = 0; state = idle;
                end
            end
        endcase
    end
end
endmodule
module uart_tx(
    input clock, reset, result, compute,
    input [2:0] imgID,
    input [9:0] accuracy,
    input [8:0] bbx1, bby1, bbx2, bby2,
    output tx, txComplete
);
parameter init = 2'b00, choose = 2'b01, convert = 2'b10, done = 2'b11;
reg [9:0] no = 15;
reg [3:0] acc1, acc2, acc3, trackVar, mod;
reg [3:0] bb11, bb12, bb13, bb14, bb15, bb16;
reg [3:0] bb21, bb22, bb23, bb24, bb25, bb26;
reg [2:0] counter, track;
reg [1:0] state = init;
reg txTransmit;
always @(posedge clock) begin
    if(reset) state = init;
    else if(compute) begin
        case(state)
            init: begin
                no = 15; acc1 = 0; acc2 = 0; acc3 = 0; trackVar = 0; mod = 0;
                bb11 = 0; bb12 = 0; bb13 = 0; bb14 = 0; bb15 = 0; bb16 = 0;
                bb21 = 0; bb22 = 0; bb23 = 0; bb24 = 0; bb25 = 0; bb26 = 0;
                counter = 0; state = choose; track = 0; txTransmit = 0;
            end
            choose: begin
                case(track)
                    0: no = accuracy;
                    1: no = bbx1;
                    2: no = bby1;
                    3: no = bbx2;
                    4: no = bby2;
                    default: state = done;
                endcase
                if(track <= 4) state = convert;
                else state = done;
            end
            convert: begin
                if(counter != 3) begin
                    mod = no%10; no = no/10; counter = counter + 1'b1;
                    case(trackVar)
                        0:  acc1 = mod;
                        1:  acc2 = mod;
                        2:  acc3 = mod;
                        3:  bb11 = mod; 
                        4:  bb12 = mod;
                        5:  bb13 = mod;
                        6:  bb14 = mod;
                        7:  bb15 = mod;
                        8:  bb16 = mod;
                        9:  bb21 = mod;
                        10: bb22 = mod;
                        11: bb23 = mod;
                        12: bb24 = mod;
                        13: bb25 = mod;
                        14: bb26 = mod;
                        default: state = done;
                    endcase
                    trackVar = trackVar + 1'b1;
                end
                else begin
                    counter = 0; track = track + 1'b1; state = choose;
                end
            end
            done: begin
                txTransmit = 1;
            end
        endcase
    end
end
wire txOut, txDone;
uart uart_inst(
    clock, reset, txTransmit,
    result, imgID, acc3, acc2, acc1,
    bb13, bb12, bb11, bb16, bb15, bb14,
    bb23, bb22, bb21, bb26, bb25, bb24,
    txOut, txDone
);
assign tx = txOut;
assign txComplete = txDone;
endmodule
==> ./run.sh <==
#!/bin/bash
# OpenROAD 26Q1-2900-gdf79404cd8, Yosys 0.63+post, stock flow scripts
make -C /OpenROAD-flow-scripts/flow DESIGN_CONFIG=/design/flow/config.mk WORK_HOME=/design/flow/orfs finish
==> ./config.mk <==
export PLATFORM = sky130hd
export DESIGN_NAME = uart_tx
export DESIGN_NICKNAME = uart_tx
export VERILOG_FILES = /design/flow/design.v
export SDC_FILE = /design/flow/constraint.sdc
export NUM_CORES = 4
export LEC_CHECK = 1
export CORE_UTILIZATION = 40
==> ./constraint.sdc <==
current_design uart_tx

set clk_period 7.1
set clk_io_pct 0.2

create_clock -name clk0 -period $clk_period [get_ports {clock}]

set non_clock_inputs [all_inputs -no_clocks]
set_input_delay [expr $clk_period * $clk_io_pct] -clock clk0 $non_clock_inputs
set_output_delay [expr $clk_period * $clk_io_pct] -clock clk0 [all_outputs]
==> metrics.csv <==
metric;value;unit
combined area of all synthesized cells;7311;µm²
cell count of the worst reg-to-reg path;16;
worst hold path depth;2;
# IOs;55;
Hold Path Origin;uart_inst.bitIndex[2];
Crit Reg-Reg Startpoint;no[7];
number of antenna violations at the first check in global routing;0;
RSZ-0062 raised after global routing;no;
post-cts sizing count;0;
power per standard cell area;172.5;nW/µm²
clk latency late pin;0.35;ns
Core Region;17960;µm²
Hold Path Class;reg -> reg;
clock slew at the register clock pins of the worst setup and hold paths;0.08;ns
Final Max Slew Viols;0;
number of DRC violations after detailed routing;0;
most repeated library cell on the critical path;sky130_fd_sc_hd__a21oi_1;
number of rows in the core area;49;
startpoint type of the worst setup path;register;
Layout fillers;1703;
Max stage delay cell, worst path;sky130_fd_sc_hd__edfxtp_1;
first-pass detailed-route iteration total;7;
final total negative setup slack;0;ns
CTS Root Cell;sky130_fd_sc_hd__clkbuf_16;
IR Drop Worst-Case VDD;0.1698;mV
Yosys top cell area share;0.3327;
Hold Path Sink;uart_inst.bitIndex[2];
static power due to leakage;2.788;nW
pin count of the biggest net entering global routing;27;
number of port buffers;54;
combined global-route utilization of all metal layers;0.2045;
cell type with the largest total area after synthesis;sky130_fd_sc_hd__edfxtp_1;
Synth cell types;91;
maximum operating frequency;197.7;MHz
data arrival time of the critical path;5.25;ns
count of flip-flops with a built-in enable after synthesis;81;
Final min period;5.059;ns
number of buffers added to fix hold violations after cts;0;
wire length of the first global-routing pass;29450;µm
cell count after placement;1047;
Routed WL per cell;16.69;µm
Via Count;6207;
CTS max path bufs;2;
sequential element share of the synthesized area;0.3984;
mean cell area of the mapped netlist;9.104;µm²
final hold vios;0;
transition time at the pin with the least slew margin;0.7563;ns
Vias/cell;5.839;
Min Hold Slack;0.4880;ns
clock tree from TritonCTS;yes;
most frequent cell after synthesis;sky130_fd_sc_hd__nor2_1;
sort of element at the end of the critical path;register;
required time reported for the critical path endpoint;7.30;ns
global placer's final weighted congestion;0.9602;
final wirelength;17740;µm
Top FF cell, synth;sky130_fd_sc_hd__edfxtp_1;
worst max-slew margin expressed relative to the limit;0.4951;
Largest cells by area;sky130_fd_sc_hd__edfxtp_1 (33%), sky130_fd_sc_hd__dfxtp_1 (6.6%), sky130_fd_sc_hd__ha_1 (5.5%), sky130_fd_sc_hd__nor2_1 (4.5%), sky130_fd_sc_hd__o21ai_0 (4.1%);
portion of the clock cycle consumed by the worst path in the final layout;0.7126;
post-synthesis chip area from yosys;7311;µm²
r2r setup slk;2.04;ns
buffer count from post-CTS setup fixing;0;
non-filler instance count after layout;1063;
total gr overflow;0;
leading cell types by count after synthesis;sky130_fd_sc_hd__nor2_1 (88), sky130_fd_sc_hd__edfxtp_1 (81), sky130_fd_sc_hd__o21ai_0 (60);
y dimension of the die;137.2;µm
largest driver fanout on the critical path;13;
crit-path cells;nor2_4 > inv_2 > ha_1 > and2b_4 > a2111oi_4 > o21bai_2 > a21oi_1 > o22ai_1 > o21a_1 > a221oi_1 > a311oi_2 > o2111ai_1 > o311ai_1 > o21ai_1 > a21oi_1 > buf_4;
total antenna diodes in the routed design;0;
initial drt markers;339;
run status;completed;
# Cells Yosys;803;
clock sink count;105;
core utilization at floorplan;0.4070;
Antenna Violating Nets Remaining;0;
asr flop ratio synth;0;
end of the worst register-to-register path;bb14[1];
Syn Inst Count;803;
final clock skew;0.01098;ns
overall die area;18820;µm²
number of warnings in the stage logs;42;
number of setup violations in the final report;0;
fraction of layout instances using a drive strength above 1;0.06235;
maximum level of the CTS H-tree;3;
total clock buffers created by CTS;9;
vias in the first global route;5862;
flops out of synthesis;105;
warning count from the yosys run;122;
kind of critical path;reg -> reg;
Max Cap Viol;0;
final HPWL from detailed placement;13220;µm
die width;137.2;µm
CP max stage delay;0.58;ns
Syn-to-layout area delta;12.94;%
## area by class of cell
type | count | area (µm²) | area share
multi-input combinational | 625 | 4080 | 0.4942
sequential | 105 | 2913 | 0.3528
timing repair buffer | 59 | 578.1 | 0.07001
tap | 229 | 286.5 | 0.03470
clock buffer | 10 | 229.0 | 0.02773
inverter | 29 | 108.9 | 0.01318
clock inverter | 6 | 61.31 | 0.007425
## routing by layer
metal / GRT usage / up-vias / wire length [µm]
li1: - / 3121 / -
met1: 0.3142 / 2892 / 8660
met2: 0.3129 / 177 / 7844
met3: 0.04542 / 17 / 1024
met4: 0.02869 / 0 / 211
met5: 0 / - / 0
## placed cells by master, fill, tap and decap left out, types with 8 or more instances in the layout
master                             n
sky130_fd_sc_hd__a21oi_1          53
sky130_fd_sc_hd__a221o_1          10
sky130_fd_sc_hd__a22oi_1          19
sky130_fd_sc_hd__a32oi_1           9
sky130_fd_sc_hd__and2_1            9
sky130_fd_sc_hd__clkbuf_16         9
sky130_fd_sc_hd__clkdlybuf4s50_1  54
sky130_fd_sc_hd__dfxtp_1          24
sky130_fd_sc_hd__edfxtp_1         81
sky130_fd_sc_hd__ha_1             32
sky130_fd_sc_hd__inv_1            28
sky130_fd_sc_hd__mux2i_1           9
sky130_fd_sc_hd__nand2_1          46
sky130_fd_sc_hd__nand2b_1         12
sky130_fd_sc_hd__nand3_1          51
sky130_fd_sc_hd__nand4_1          15
sky130_fd_sc_hd__nor2_1           88
sky130_fd_sc_hd__nor2b_1          10
sky130_fd_sc_hd__nor3_1           25
sky130_fd_sc_hd__nor3b_1           8
sky130_fd_sc_hd__nor4_1            8
sky130_fd_sc_hd__o211ai_1          9
sky130_fd_sc_hd__o21ai_0          60
sky130_fd_sc_hd__or3_1             8
sky130_fd_sc_hd__xnor2_1          17
## cells by family (layout without fill, tap and decap cells)
logic type               after synthesis  after routing  share of synthesized area
buffers and inverters                 73            104                    0.04347
multiplexers                          11             11                    0.01540
flip-flops                           105            105                     0.3984
AND/OR/NAND/NOR                      310            310                     0.2191
XOR/XNOR                              24             24                    0.02875
adder cells (fa/ha/maj)               33             33                    0.05614
AND-OR/OR-AND                        247            247                     0.2388
## worst max-delay path, delay by kind of cell, from the launching register on
family,cells,cell delay [ns]
AOI/OAI and AO/OA,11,3.13
adders and majority gates,1,0.31
buffers and inverters,2,0.33
DFF,1,0.58
and+or+nand+nor,2,0.54
## stage by stage
step                      total power, mW  setup WS [ns]  cell area, µm²  utilization
after floorplan                    0.8865          2.456            7311            -
after global placement             0.9567          2.172            7966       0.4435
after detailed placement           0.9553          2.120            7966       0.4435
after CTS                           1.437          2.070            8257       0.4596
after global routing                1.495          1.621            8257       0.4596
final                               1.424          2.041            8257       0.4596
## state kept, by name, summed over array words and instances, names as in the netlist, 4 cells and up
register,flops
no,10
uart_inst.counter,10
uart_inst.dataIndex,5
acc1,4
acc2,4
acc3,4
bb11,4
bb12,4
bb13,4
bb14,4
bb15,4
bb16,4
bb21,4
bb22,4
bb23,4
bb24,4
bb25,4
bb26,4
trackVar,4
## where the power goes
part           total [mW]  switching, mW  internal [mW]
clock network       0.482          0.235          0.247
logic               0.232          0.128          0.104
registers           0.711         0.0257          0.685
total                1.42          0.389           1.04
## worst max path at each step
stage / from / to / cells after the start
final: no[7] / bb14[1] / 16
after CTS: no[7] / bb14[1] / 16
after global routing: no[7] / bb16[1] / 16
Power is estimated from default activity; no workload was simulated.
